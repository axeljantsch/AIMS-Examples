==> flow/design.v <==
module multiplierCarry(a, b, y, clk);
   parameter width = 4;
   input [width-1:0] a, b;
   output [2*width-1:0] y;
   input 	      clk;
   reg [width-1:0]    areg, breg;
   reg [width-1:0]    partialsa [width-1:0];
   reg [width-1:0]    partialsb [width-1:0];
   reg [width-1:0]    partialss [width-1:0];
   reg [width-1:0]    partialsci [width-1:0];
   reg [width-1:0]    partialsco [width-1:0];
   reg [width-1:0]    lrows, lrowco;
   reg [2*width-1:0]  yi;
   integer 	      i;
   always @(posedge clk) begin
      areg <= a;
      breg <= b;
   end
   always @(posedge clk) begin
      partialsa[0] = 0;
      partialsb[0] = areg[0] ? breg : 0;
      partialsci[0] = 0;
      partialss[0] = partialsa[0] ^ partialsb[0] ^ partialsci[0];
      partialsco[0] = (partialsa[0] & partialsb[0]) 
	| (partialsa[0] & partialsci[0])
	  | (partialsb[0] & partialsci[0]);
      yi[0] = partialss[0][0];
      for (i = 1; i < width; i = i+1) begin
	 partialsa[i]  = partialss[i-1] >> 1;
	 partialsb[i]  = areg[i] ? (breg): 0;
	 partialsci[i] = partialsco[i-1];
	 partialss[i] = partialsa[i] ^ partialsb[i] ^ partialsci[i];
	 partialsco[i] = (partialsa[i] & partialsb[i]) 
	   | (partialsa[i] & partialsci[i])
	     | (partialsb[i] & partialsci[i]);
	 yi[i] = partialss[i][0];
      end
      yi[width] = partialsco[width-1][0] ^ partialss[width-1][1];
      lrowco[0] = partialsco[width-1][0] & partialss[width-1][1];
      for (i = 1; i < width-1; i = i+1) begin
	 yi[i+width] = partialsco[width-1][i] ^ partialss[width-1][i+1] ^ lrowco[i-1];
	 lrowco[i] = (partialsco[width-1][i] & partialss[width-1][i+1])
	   | (partialsco[width-1][i] & lrowco[i-1])
	     |  (partialss[width-1][i+1] & lrowco[i-1]);
	 end
      yi[2*width-1] = partialsco[width-1][width-1] ^ lrowco[width-2];
      lrowco[width-1] = partialsco[width-1][width-1] & lrowco[width-2];
   end
   assign #1 y = yi;
endmodule  
==> flow/run.sh <==
#!/bin/bash
# OpenROAD 26Q1-2900-gdf79404cd8, Yosys 0.63+post, stock flow scripts
make -C /OpenROAD-flow-scripts/flow DESIGN_CONFIG=/design/flow/config.mk WORK_HOME=/design/flow/orfs finish
==> flow/config.mk <==
export PLATFORM = sky130hd
export DESIGN_NAME = multiplierCarry
export DESIGN_NICKNAME = multiplierCarry
export VERILOG_FILES = /design/flow/design.v
export SDC_FILE = /design/flow/constraint.sdc
export NUM_CORES = 4
export LEC_CHECK = 1
export CORE_AREA = 10 10 76 76
export DIE_AREA = 0 0 86 86
==> flow/constraint.sdc <==
current_design multiplierCarry

set clk_period 4.5
set clk_io_pct 0.2

create_clock -name clk0 -period $clk_period [get_ports {clk}]

set non_clock_inputs [all_inputs -no_clocks]
set_input_delay [expr $clk_period * $clk_io_pct] -clock clk0 $non_clock_inputs
set_output_delay [expr $clk_period * $clk_io_pct] -clock clk0 [all_outputs]
==> run notes <==
yosys + openroad results -> Leak Pwr 0.424 nW, final global-route overflow total 0, CTS root buf clkbuf_8, setup bufs post-CTS 0, CTS hold repair buffers 0, initial antenna violation count 0, CP endpoint kind register, die height 86 microns, Pwr per Cell Area 368 mW/mm^2, Synth mux share 0%, Pre-Place Util 16.2%, DP HPWL 914 microns, Max Freq 344 MHz, RSZ-0062 raised after global routing no, layout cells sized above 1 5.19%, origin of the critical flop-to-flop path areg[0], CP startpoint kind register, final-layout fill cell count 446, DR vias/cell 3.13, fin. max-slew vios 0, cell count after synthesis 57, Hold Crit Depth 1, Yosys reg bits 16, crit-path max cell delay 0.52 ns, Hold Crit Start breg[0], Dominant cell area share 48.0%, switching part of the total 20.0%, Gate power share 17.0%, cycle use final 64.6%, Synth cell types 6, First-pass DRT Iterations 3, Inserted Diodes 0, final setup vio count 0, Mean Syn Cell Area 11.7 sq um, die area 0.00740 sq mm, largest net degree at the start of global routing 10, GRT Total Usage 3.39%, crit path cell chain and2_1 -> ha_1 -> fa_1 -> inv_1 -> fa_1 -> inv_1 -> ha_1 -> fa_1 -> inv_1 -> fa_1 -> inv_1, CTS buffer count 3, worst rel slew slack 89.2%, # clock sinks 16, row count 23, Final Power 348 uW, first-pass GRT wire length 2.04 mm, critical path type reg -> reg, switching pwr 69.7 uW, clock latency (worst-skew pair) 0.24 ns, Cell Count, Final, Fillers Out 127, biggest area cells dfxtp_1 (48%), fa_1 (24%), and2_1 (10%), Worst Path Max Fanout 4, boundary pin count 17, simple share 13.1%, area fraction in xor and xnor cells 0%, Syn Std Cell Area 667 sq um, Worst Tran Pin Value 0.162 ns, aoi share 0%, CTS tree done, P&R area growth vs syn 41.7%, placed insts 123, Yosys Warn Count 6, maximum vdd drop 130 uV, Clock Path Buffers 2, hold worst-path end yi[0], final setup TNS 0 ns, required time of the critical path 4.69 ns, Worst Path Arrival 3.10 ns, post-CTS sizing 0, gpl congestion 0.800, clock power share 35.2%, Adders+Majority by Area 31.5%, FF-to-FF End yi[6], tool warnings 25, cell type with the largest total area dfxtp_1, Die Width 86 microns, most numerous logic cells after layout dfxtp_1 (16), clkdlybuf4s50_1 (16), inv_1 (13), and2_1 (11), fa_1 (8), Flop pwr share 47.8%, CP Buf/Inv Count 4, yosys stat cell total 57, Internal Power 278 uW, Yosys chip area 667 sq um, Routed Antenna Nets 0, FF-to-FF setup slack 1.59 ns, status completed, core area 0.00412 sq mm, final hold vios 0, H-tree Lvls 1, Tmin final 2.91 ns, Crit-path slowest cell fa_1, worst r2r path cells 11, clk_skew 0.00204 ns, maxcap violations 0, Crit path max-delay family adder cells, Seq share, synth 48.0%, Worst Hold Class reg -> reg, vias in the first global route 496, routed wire length 1.08 mm, via count 398, Remaining DRCs 0, Reg clk slew, reported paths 0.06 ns, DR WL/cell 8.48 microns, Top logic family adder cells, initial DRC count 9, PortBufs 16
## worst register-to-register path, delay by kind of cell (launching register included)
kind	cells	cell delay, ns
buffers and inverters	4	0.22
flip-flops	1	0.33
adder cells (fa/ha/maj)	6	2.14
AND/OR/NAND/NOR	1	0.17
## power by group through the flow
stage / combinational [mW] / clock (mW) / sequential, mW
after CTS: 0.0624 / 0.128 / 0.167
after global routing: 0.0711 / 0.139 / 0.169
final: 0.0591 / 0.122 / 0.166
## per-layer routing
layer / GRT usage (%) / vias up / routed length, microns
met1: 3.69 / 180 / 463
li1: - / 202 / -
met4: 0.599 / 0 / 13
met2: 5.34 / 14 / 458
met5: 0 / - / 0
met3: 2.38 / 2 / 141
## synthesized netlist by cell type, drive strengths merged
master / number
fa: 8
and2: 11
inv: 13
dfxtp: 16
nand2: 5
ha: 4
## worst max-delay path by stage
stage	startpoint	endpoint	slack, ns	cells past startpoint
CTS	areg[0]	yi[6]	1.57	11
global route	areg[0]	yi[6]	1.41	11
finish	areg[0]	yi[6]	1.59	11
## cell families after synthesis
family	count (synthesis)
buffers and inverters	13
adder cells (fa/ha/maj)	12
AND/OR/NAND/NOR	16
flip-flops	16
## metrics by stage
step                      setup WS [ns]  hold WS (ns)  cell area [sq um]  utilization [%]
after floorplan                    1.70         0.455                667                -
after global placement             1.61         0.500                890             21.6
after detailed placement           1.61         0.503                890             21.6
after CTS                          1.57         0.508                945             23.0
after global routing               1.41         0.534                945             23.0
final                              1.59         0.502                945             23.0
## cell type report
type / instances / area, sq um / share of cell area [%]
inverter: 13 / 48.8 / 5.17
sequential: 16 / 320 / 33.9
tap: 50 / 62.6 / 6.62
clock buffer: 4 / 55.1 / 5.83
timing repair buffer: 16 / 160 / 17.0
multi-input combinational: 28 / 298 / 31.5
## registers in the layout, summed over array words and instances (netlist names)
signal  flops
breg        4
yi          8
areg        4
Power figures rest on the tool's default switching activity, not on a simulated workload.
