===== /design/flow/run.sh =====
#!/bin/bash
# OpenROAD 26Q1-2900-gdf79404cd8, Yosys 0.63+post, stock flow scripts
make -C /OpenROAD-flow-scripts/flow DESIGN_CONFIG=/design/flow/config.mk WORK_HOME=/design/flow/orfs finish

===== /design/flow/config.mk =====
export PLATFORM = sky130hd
export DESIGN_NAME = pipelinemacVar
export DESIGN_NICKNAME = pipelinemacVar
export VERILOG_FILES = /design/flow/design.v
export SDC_FILE = /design/flow/constraint.sdc
export NUM_CORES = 4
export LEC_CHECK = 1
export CORE_AREA = 10 10 102 102
export DIE_AREA = 0 0 112 112

===== /design/flow/constraint.sdc =====
current_design pipelinemacVar

set clk_period 7.4
set clk_io_pct 0.2

create_clock -name clk0 -period $clk_period [get_ports {clock}]

set non_clock_inputs [all_inputs -no_clocks]
set_input_delay [expr $clk_period * $clk_io_pct] -clock clk0 $non_clock_inputs
set_output_delay [expr $clk_period * $clk_io_pct] -clock clk0 [all_outputs]

===== /design/flow/design.v =====
module pipelinemac (reset, clock, in1,in2,out);
   input reset, clock;
   input [3:0] in1, in2;
   output wire [8:0] out;
   reg [3:0]  in_pipe1, in_pipe2;
   reg [8:0]  ac;
   assign out = ac;
   always @(posedge clock or posedge reset)
     begin
	if(reset) begin
	   ac  <= 0;
	end
	else begin  
	   ac <= ac + in_pipe1 * in_pipe2; 
	end
     end
   always @(posedge clock or posedge reset)
     begin
	if(reset) begin
	   in_pipe1 <= 0;
	   in_pipe2 <= 0;
	end
	else begin
	   in_pipe1 <= in1;
	   in_pipe2 <= in2;
	end
     end
endmodule
module pipelinemacVar (reset, clock, in1,in2,out);
   input reset, clock;
   input [3:0] in1, in2;
   output wire [8:0] out;
   reg [3:0]  in_pipe1, in_pipe2;
   reg [8:0]  ac;
   assign out = ac;
   always @(posedge clock or posedge reset)
     begin
	if(reset) begin
	   in_pipe1 = 0;
	   in_pipe2 = 0;
	end
	else begin
	   in_pipe1 = in1;
	   in_pipe2 = in2;
	end
     end
   always @(posedge clock or posedge reset)
     begin
	if(reset) begin
	   ac = 0;
	end
	else begin  
	   ac = ac + in_pipe1 * in_pipe2; 
	end
     end
endmodule

==> results.py <==
# Flow results
metrics = {
    "run_status": {
        "status": "completed",
    },
    "place": {
        "io_buffers": 18,
        "preCtsSetupSlack_ps": 4300,
        "place_congestion": 0.789,
        "hpwlAfterDp_um": 1860,
    },
    "synth": {
        "ys_types": 19,
        "syn_avg_cell_area_um2": 10.7,
        "synth_flops": 17,
        "yosysChipArea_mm2": 0.00117,
        "compound_area_share_pct": 8.15,
        "yosys_cells": 109,
        "synth-xor-area-share_pct": 4.50,
        "syn_area_mm2": 0.00117,
        "logic_family": "adder cells",
        "synthAdderAreaFrac_pct": 33.7,
        "yosysSeqAreaShare_pct": 36.4,
        "syn_inst": 109,
        "ys_sh_mux_pct": 0,
        "synth-simple-area-share_pct": 9.54,
        "ys_warn_count": 1,
    },
    "power_and_ir_drop": {
        "switchingPower_w": 0.000187,
        "power.density_mw_per_mm2": 330,
        "combPwrFrac_pct": 57.9,
        "power_leakage_nw": 0.718,
        "intPower_w": 0.000316,
        "switching_share_pct": 37.2,
        "pwr-share-seq_pct": 28.6,
        "clkPwrFrac_pct": 13.6,
        "vdd_drop_max_v": 0.000127,
    },
    "timing": {
        "skew_ps": 5.27,
        "slew_viol_final": 0,
        "fmax_mhz": 326,
        "final.setup.tns_ps": 0,
        "slew_headroom_pct": 56.5,
        "period_used_pct": 41.5,
        "worst_slack_ps": 4330,
        "setup_viol": 0,
        "tightest_slew_ps": 652,
        "finalCriticalPeriod_ps": 3070,
        "rsz0062_at_grt": "false",
        "hold_viol": 0,
    },
    "drt": {
        "num_antenna_cells": 0,
        "drtIter0Drc": 22,
        "via_count": 760,
        "drc": 0,
        "drt_wl_total_um": 2070,
        "firstDrtPassIters": 2,
        "via_per_inst": 3.22,
        "routedWlPerCell_um": 8.78,
        "drtAntennaViolNets": 0,
    },
    "clock_network": {
        "cts-buffers-inserted": 3,
        "cts_sinks": 17,
        "cts_resized": 0,
        "postCtsHoldBufs": 0,
        "path_clk_slew_ps": 70,
        "root_buffer": "clkbuf_8",
        "cts-htree-levels": 1,
        "clkLatencyLatePin_ps": 250,
        "cts_buffer_depth": 2,
        "postCtsSetupBuffers": 0,
        "cts_tree": "done",
    },
    "critical_path": {
        "rr_worst_depth": 10,
        "critPathLaunchType": "register",
        "max_stage_delay_ps": 510,
        "endpoint_kind": "register",
        "crit_buf_inv": 1,
        "worst-path-stages": 10,
        "crit_chain": "nand2_1, fa_1, fa_1, fa_1, inv_1, ha_1, o21ai_1, nor2_1, a41oi_2, xnor2_1",
        "critPathRequiredTime_ps": 7560,
        "cp.arrival_ps": 3230,
        "crit_path_frequent_cell": "fa_1",
        "path_class": "reg2reg",
        "critPathSlowestCell": "fa_1",
        "crit_family": "adder cells",
        "cp_max_fo": 4,
    },
    "hold_path": {
        "hold_depth": 1,
        "hold_path_class": "reg2reg",
    },
    "grt": {
        "antenna_found_initial": 0,
        "grt_max_degree": 18,
        "grt_remaining_overflow": 0,
        "grt_pass1_wl_um": 3640,
        "track_usage_pct": 3.46,
        "first_global_vias": 752,
    },
    "floorplanning": {
        "ioPinCount": 19,
        "fp_util_pct": 14.2,
        "coreArea_mm2": 0.00822,
        "row_count": 33,
        "die-area_mm2": 0.0125,
        "die_x_um": 112,
        "die_y_um": 112,
    },
    "flow_run": {
        "tool_warnings": 25,
        "max-cap-violations": 0,
    },
    "final_layout": {
        "drive_above_1_share_pct": 5.34,
        "area.growth.synth_to_final_pct": 30.7,
        "lay_top_count": "inv_1",
        "num-fill-cells": 883,
        "mostFrequentLayoutCells": "24 x inv_1, 18 x clkdlybuf4s50_1, 17 x ha_1, 17 x dfrtp_1, 10 x nand2_1",
    },
}
-- metal layers --
layer / global-route usage (%) / part of all wire, %
met1: 5.09 / 52
met2: 5.01 / 42
met3: 1.19 / 5.6
met4: 0.169 / 0.19
met5: 0 / 0
-- area by class of cell --
type | count | area, µm² | area share, %
Multi-Input combinational cell | 68 | 652 | 42.7
Sequential cell | 17 | 425 | 27.9
Timing Repair Buffer | 18 | 180 | 11.8
Tap cell | 105 | 131 | 8.61
Inverter | 24 | 90.1 | 5.91
Clock buffer | 3 | 41.3 | 2.71
Clock inverter | 1 | 5.00 | 0.328
-- worst paths after layout --
kind                                  start    end  slack, ps
min in group asynchronous             reset  ac[7]       1620
max in group asynchronous             reset  ac[8]       5360
worst max-delay path            in_pipe1[0]  ac[8]       4330
worst min register to register        ac[0]  ac[0]        510
worst max register to register  in_pipe1[0]  ac[8]       4330
worst min-delay path                  ac[0]  ac[0]        510
-- cell usage after synthesis --
master | instances | area [µm²]
xnor2_1 | 4 | 35.0
o21ai_1 | 1 | 5.00
a211oi_2 | 1 | 12.5
and2_1 | 9 | 56.3
inv_1 | 24 | 90.1
o211ai_1 | 1 | 7.51
fa_1 | 9 | 180
a21oi_1 | 5 | 25.0
a41oi_2 | 1 | 16.3
ha_1 | 17 | 213
dfrtp_1 | 17 | 425
a211oi_1 | 1 | 7.51
xor2_1 | 2 | 17.5
nor2_1 | 3 | 11.3
nor2b_1 | 1 | 6.26
nand2_1 | 10 | 37.5
o21bai_1 | 1 | 7.51
o21ai_0 | 1 | 5.00
a21o_2 | 1 | 8.76
-- cells by family (layout without fill, tap and decap cells) --
family          count (synthesis)  after routing
fa+ha+maj                      26             26
buf+inv                        24             46
simple gates                   23             23
flops                          17             17
compound gates                 13             13
xor+xnor                        6              6
-- worst register-to-register path, cell delays in order, from the launching register on --
cell     delay [ps]
dfrtp_1         390
nand2_1          90
fa_1            500
fa_1            510
fa_1            510
inv_1            40
ha_1            330
o21ai_1         170
nor2_1           90
a41oi_2         210
xnor2_1         140
-- power by group through the flow --
| stage | Sequential (W) | Clock, W | Combinational (W) |
|---|---|---|---|
| global route | 0.000149 | 0.0000770 | 0.000343 |
| finish | 0.000144 | 0.0000683 | 0.000291 |
| CTS | 0.000145 | 0.0000730 | 0.000300 |
-- stage by stage --
step / instance area [µm²] / util (%) / std cells / hold slack [ps] / total power (W)
after detailed placement: 1480 / 18.0 / 232 / 502 / 0.000445
after CTS: 1530 / 18.6 / 236 / 519 / 0.000518
final: 1530 / 18.6 / 236 / 507 / 0.000503
after global placement: 1480 / 18.0 / 232 / 495 / 0.000444
after global routing: 1530 / 18.6 / 236 / 552 / 0.000569
after floorplan: 1170 / - / 109 / 456 / 0.000342
-- flip-flops by register name (all words and copies together) (netlist names) --
register and flops:
ac 9, in_pipe1 4, in_pipe2 4
No activity file was given, so power comes from the tool's default toggle rates.
