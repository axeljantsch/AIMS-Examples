**run.sh**
```bash
#!/bin/bash
# OpenROAD 26Q1-2900-gdf79404cd8, Yosys 0.63+post, stock flow scripts
make -C /OpenROAD-flow-scripts/flow DESIGN_CONFIG=/design/flow/config.mk WORK_HOME=/design/flow/orfs finish
```
**config.mk**
```make
export PLATFORM = sky130hd
export DESIGN_NAME = multiplierArray
export DESIGN_NICKNAME = multiplierArray
export VERILOG_FILES = /design/flow/design.v
export SDC_FILE = /design/flow/constraint.sdc
export NUM_CORES = 4
export LEC_CHECK = 1
export CORE_AREA = 10 10 83 83
export DIE_AREA = 0 0 93 93
```
**constraint.sdc**
```tcl
current_design multiplierArray

set clk_period 2.2
set clk_io_pct 0.2

create_clock -name clk0 -period $clk_period [get_ports {clk}]

set non_clock_inputs [all_inputs -no_clocks]
set_input_delay [expr $clk_period * $clk_io_pct] -clock clk0 $non_clock_inputs
set_output_delay [expr $clk_period * $clk_io_pct] -clock clk0 [all_outputs]
```
**design.v**
```verilog
module multiplierArray(a, b, y, clk);
   parameter width = 4;
   input 	        clk;
   input [width-1:0]    a, b;
   output [2*width-1:0] y;
   reg [width-1:0]      areg, breg;
   reg [2*width-1:0]    partials [width-1:0];
   integer 	      i;
   always @(posedge clk) begin
      areg <= a;
      breg <= b;
   end
   always @(posedge clk) begin
      partials[0] = areg[0] ? breg : 0;
      for (i = 1; i < width; i = i+1) begin
   	 partials[i] = (areg[i] ? breg << i : 0) +
   	       partials[i-1];
      end
   end
   assign y = partials[width-1];
endmodule  
```
==> flow_summary_export.csv <==
group,metric,value,unit
critical_path,start_kind,"flip-flop",
timing,finalCritPeriodShare,1.17,
timing,setup_viol,4,
clocking,htree_levels,1,
layout,syn_to_final_growth,56.0,%
timing,setup_tns,-0.998,ns
floorplanning,core-area,5140,um2
layout,drive_gt1_frac,0.267,
critical_path,slowest_stage,"fa_1",
drt,vias_per_cell,2.76,
drt,drtIter0Drc,3,
global_routing,grt_pass1_wl,2.16,mm
global_routing,antenna_found_initial,0,
clocking,cts_tree,"yes",
clocking,cts_made_buffers,3,
clocking,clk_path_buf_depth,2,
critical_path,crit_buf_inv,2,
drt,ant_nets,0,
synthesis,synthCells,58,
floorplanning,rows,26,
clocking,clkSinkCount,16,
drt,post_drt_wl_per_cell,7.86,um
timing,rsz0062_at_grt,"yes",
power,swShare,0.211,
timing,slew_headroom,0.909,
synthesis,syn_area_per_cell,12.2,um2
critical_path,cp_max_fo,4,
placed_design,gp_congestion,0.854,
synthesis,synth-adder-area-share,0.319,
timing,slew_violations,0,
clocking,cts.hold.buffers_added,0,
placed_design,io_buffers,16,
critical_path,cp.arrival,2.74,ns
power,p_comb_frac,0.219,
layout,n_fill_cell,570,
run_status,status,"complete, but fails checks",
power,p_int,0.000596,W
synthesis,xor_share,0.0372,
floorplanning,fp.dieW,93,um
critical_path,path_cells,"and2_4 -> fa_1 -> inv_1 -> fa_1 -> inv_2 -> ha_4 -> fa_2 -> a21o_1 -> a21oi_2 -> xnor2_1",
global_routing,grt.total_usage,0.0310,
clocking,clock_latency,0.24,ns
synthesis,ys_seq_frac,0.454,
global_routing,grt_remaining_overflow,0,
timing,fmax,389,MHz
drt,vias,430,
global_routing,grt_max_degree,10,
synthesis,ys_ff,16,
power,pwr-share-seq,0.450,
critical_path,cp_top_family,"adder cells",
power,p_leak,0.498,nW
critical_path,cpPeakStageDelay,0.52,ns
timing,worst_pin_slew,0.137,ns
floorplanning,die_area,8650,um2
synthesis,mux_area_frac,0,
power,power_density,685,nW/um2
timing,hold_slack,0.486,ns
timing,fin_ws,-0.371,ns
timing,final_hold_viol_count,0,
drt,drt-pass1-iter-count,2,
timing,period_minus_slack,2.57,ns
run_status,violations,"setup timing",
synthesis,yosysWarningCount,2,
global_routing,grt_pass1_vias,495,
power,clkPwrFrac,0.331,
power,p_sw,0.000159,W
critical_path,cp.required,2.37,ns
timing,skew,0.000528,ns
synthesis,compound_area_frac,0.0408,
critical_path,critPathKind,"reg2reg",
synthesis,synth_cell_types,11,
critical_path,crit_top_cell,"fa_1",
flow_run,maxCapViolations,0,
synthesis,yosys_cells,58,
critical_path,end_kind,"flip-flop",
synthesis,netlist_logic_family_top,"adder cells",
synthesis,yosys.area_share.simple,0.128,
drt,wirelength,1.23,mm
flow_run,log.warning_count,28,
power,peakVddDrop,0.000356,V
clocking,root_buffer,"clkbuf_8",
min_path,hold_class,"reg2reg",
drt,drc,0,
clocking,clk_pin_slew,0.06,ns
synthesis,netlist_area,706,um2
floorplanning,top_level_ports,17,
drt,num_antenna_cells,0,
synthesis,yosys_area,706,um2
floorplanning,die_h,93,um
floorplanning,fp_util,0.137,
## layout by cell type (no fill, tap or decap), drive strengths merged
cell           Yosys  routed
a21o               2       2
a21oi              2       2
and2              12      12
buf                0       8
clkbuf             0       4
clkdlybuf4s50      0      16
dfxtp             16      16
fa                 5       5
ha                10      10
inv                4       4
nand2              4       4
xnor2              2       2
xor2               1       1
## synthesized netlist by cell type, drive strengths merged
cell / count / area, um2
and2: 12 / 75.1
xnor2: 2 / 17.5
nand2: 4 / 15.0
fa: 5 / 100
ha: 10 / 125
a21o: 2 / 15.0
dfxtp: 16 / 320
inv: 4 / 15.0
xor2: 1 / 8.76
a21oi: 2 / 13.8
## kinds of logic after synthesis
kind of cell | count (synthesis)
xor gates and xnor gates | 3
AOI/OAI and AO/OA | 4
DFF | 16
and+or+nand+nor | 16
buffers and inverters | 4
adders and majority gates | 15
## power groups by stage
stage | registers [W] | logic (W) | clock network [W]
4_1_cts | 0.000340 | 0.000170 | 0.000261
5_1_grt | 0.000343 | 0.000193 | 0.000273
6_report | 0.000339 | 0.000166 | 0.000250
## per-layer routing
layer | part of all wire | global-route usage | wire length, um
met1 | 0.53 | 0.0400 | 647
met4 | 0 | 0.00129 | 0
met5 | 0 | 0 | 0
met2 | 0.32 | 0.0403 | 390
met3 | 0.15 | 0.0267 | 189
## flip-flops by register name, indices dropped and copies added (netlist names)
signal and count:
partials 8, areg 4, breg 4
## stage by stage
stage / util / cell area, um2 / setup WS [ns] / power (W) / cells
after floorplan: - / 718 / -0.326 / 0.000405 / 58
after global placement: 0.197 / 1010 / -0.364 / 0.000505 / 150
after detailed placement: 0.197 / 1010 / -0.399 / 0.000505 / 150
after CTS: 0.214 / 1100 / -0.378 / 0.000771 / 156
after global routing: 0.214 / 1100 / -0.476 / 0.000809 / 156
final: 0.214 / 1100 / -0.371 / 0.000755 / 156
## final cells by class
type	instances	area [um2]	area share
timing repair buffer	24	224	0.203
multi-input combinational	38	394	0.358
inverter	4	15.0	0.0136
clock buffer	4	55.1	0.0500
sequential	16	325	0.295
tap	70	87.6	0.0795
## timing repair
item / in CTS / in global routing
pin swaps: 3 / 4
gates resized: 5 / 1
buffers inserted: 2 / 0
setup endpoints to repair: 4 / 4
## final timing paths
path         startpoint             end  slack (ns)  cells after the start
max             breg[1]  partials[3][7]       -0.37                     10
min             breg[0]  partials[3][0]        0.49                      1
max reg2reg     breg[1]  partials[3][7]       -0.37                     10
min reg2reg     breg[0]  partials[3][0]        0.49                      1
Power is estimated from default activity; no workload was simulated.
