==> flow/design.v <==
module pipelined_multiplier ( a, b, clk, pdt);
   parameter size = 4, level = 2;
   input [size-1 : 0] a;
   input [size-1 : 0] b;
   input 	      clk;
   output [2*size-1 : 0] pdt;
   reg [size-1 : 0] 	 a_int, b_int;
   reg [2*size-1 : 0] 	 pdt_int [level-1 : 0];
   integer 		 i;
   assign pdt = pdt_int [level-1];
   always @ (posedge clk)
     begin
	a_int <= a;
	b_int <= b;
	pdt_int[0] <= a_int * b_int;
	for(i =1;i <level;i =i +1)
	  pdt_int [i] <= pdt_int [i-1];
     end  
endmodule  
==> flow/run.sh <==
#!/bin/bash
# OpenROAD 26Q1-2900-gdf79404cd8, Yosys 0.63+post, stock flow scripts
make -C /OpenROAD-flow-scripts/flow DESIGN_CONFIG=/design/flow/config.mk WORK_HOME=/design/flow/orfs finish
==> flow/config.mk <==
export PLATFORM = sky130hd
export DESIGN_NAME = pipelined_multiplier
export DESIGN_NICKNAME = pipelined_multiplier
export VERILOG_FILES = /design/flow/design.v
export SDC_FILE = /design/flow/constraint.sdc
export NUM_CORES = 4
export LEC_CHECK = 1
export CORE_AREA = 10 10 91 91
export DIE_AREA = 0 0 101 101
==> flow/constraint.sdc <==
current_design pipelined_multiplier

set clk_period 2.7
set clk_io_pct 0.2

create_clock -name clk0 -period $clk_period [get_ports {clk}]

set non_clock_inputs [all_inputs -no_clocks]
set_input_delay [expr $clk_period * $clk_io_pct] -clock clk0 $non_clock_inputs
set_output_delay [expr $clk_period * $clk_io_pct] -clock clk0 [all_outputs]
==> flow_metrics.env <==
# source this file to load flow results
export IMPL_timing_critical_path_slowest_stage_cell="sky130_fd_sc_hd__fa_1"
export IMPL_via_count=515
export IMPL_final_period_minus_worst_setup_slack_ns=2.58
export IMPL_cts_htree_levels=1
export IMPL_part_of_the_total_power_dissipated_in_the_clock_network_pct=29.3
export IMPL_instances_no_fill=172
export IMPL_drt_antenna_violating_nets=0
export IMPL_layout_top_cell="sky130_fd_sc_hd__dfxtp_1"
export IMPL_clock_sinks=24
export IMPL_timing_critical_path_cells="nand2_1 -> fa_1 -> inv_1 -> fa_1 -> ha_1 -> a211oi_2 -> nor2_1 -> a211o_1"
export IMPL_grt_pass1_wl_mm=2.46
export IMPL_postLayoutCoreUtil_pct=19.7
export IMPL_maxSlewViolCount=0
export IMPL_postSynthSeqShare_pct=51.7
export IMPL_area_sequential_um2=484
export IMPL_critical_path_max_fanout=4
export IMPL_num_io_pins=17
export IMPL_final_hold_viol_count=0
export IMPL_nFillCells=672
export IMPL_worst_setup_path_start_kind="flip-flop"
export IMPL_fmax_ghz=0.388
export IMPL_crit_path_frequent_cell="sky130_fd_sc_hd__fa_1"
export IMPL_post_dp_cell_area_um2=1190
export IMPL_cts_post_setup_buffers_inserted=0
export IMPL_final_routed_drc_violation_total=0
export IMPL_worstPathBufferInverterCount=1
export IMPL_syn_area_um2=930
export IMPL_result_of_the_run="completed"
export IMPL_fp_dieW_um=101
export IMPL_post_drt_via_cell_ratio=2.99
export IMPL_synth_area_per_cell_um2=12.4
export IMPL_leakage_nw=0.558
export IMPL_numSynthFlops=24
export IMPL_post_drt_wl_per_cell_um=8.17
export IMPL_use_met1_pct=3.48
export IMPL_fp_row_count=29
export IMPL_antenna_violations_before_repair=0
export IMPL_placed_cells_incl_taps=168
export IMPL_cap_viol_max_count=0
export IMPL_crit_path_max_incr_delay_ns=0.53
export IMPL_yosys_cell_types_count=19
export IMPL_final_layout_top_logic_cells="sky130_fd_sc_hd__dfxtp_1, sky130_fd_sc_hd__clkdlybuf4s50_1, sky130_fd_sc_hd__and2_1"
export IMPL_first_global_vias=557
export IMPL_p_sw_share_pct=20.8
export IMPL_timing_critical_path_max_delay_family="adder cells"
export IMPL_post_cts_resized=0
export IMPL_finalClockPeriodUsage_pct=95.5
export IMPL_critical_path_required_ns=2.85
export IMPL_setup_viol=0
export IMPL_cts_hold_repair_buffers=0
export IMPL_crit_type="reg -> reg"
export IMPL_global_route_usage_met3_pct=1.87
export IMPL_grt_overflow_total=0
export IMPL_syn_to_final_growth_pct=34.7
export IMPL_power_switching_mw=0.165
export IMPL_worstHoldPathType="reg -> reg"
export IMPL_finalSetupTns_ns=0
export IMPL_power_density_cell_area_nw_per_um2=632
export IMPL_post_route_cells_drive_above_1_share_pct=9.47
export IMPL_yosys_stat_chipArea_um2=930
export IMPL_total_iterations_of_the_first_detailed_routing_run=3
export IMPL_power_frac_seq_pct=53.5
export IMPL_met2_usage_pct=4.23
export IMPL_timing_worst_slew_pin_value_ns=0.234
export IMPL_cts_inserted_buffers=3
export IMPL_worst_endpoint_arrival_ns=2.73
export IMPL_synth_yosys_warnings=2
export IMPL_antennaDiodeCount=0
export IMPL_coreArea_um2=6350
export IMPL_grt_usage_pct=2.87
export IMPL_clkLatencyLatePin_ns=0.26
export IMPL_layout_area_comb_um2=449
export IMPL_detail_route_wirelength_mm=1.41
export IMPL_worst_setup_hold_path_clk_slew_ns=0.08
export IMPL_timing_max_slew_rel_slack_pct=84.2
export IMPL_fp_dieH_um=101
export IMPL_ir_worst_vdd_v=0.000220
export IMPL_crit_path_end_kind="flip-flop"
export IMPL_clock_tree_from_tritoncts="built"
export IMPL_stage_log_warnings=25
export IMPL_layout_cell_area_non_filler_um2=1250
export IMPL_floorplan_core_util_pct=14.6
export IMPL_p_int_mw=0.627
export IMPL_global_route_peak_usage_layer="met2"
export IMPL_synthesis_instances=75
export IMPL_fin_worst_skew_ns=0.00286
export IMPL_comb_power_share_pct=17.2
export IMPL_finalWeightedCongestion=0.737
export IMPL_io_buffers=16
export IMPL_grt_max_degree=14
export IMPL_yosysCellCount=75
export IMPL_design_die_area_um2=10200
export IMPL_clk_path_buf_depth=2
export IMPL_initial_drt_markers=15
export IMPL_worst_hold_slack_ns=0.327
export IMPL_ctsRootBufferMaster="sky130_fd_sc_hd__clkbuf_8"
[power by group through the flow]
stage	combinational, mW	sequential (mW)	clock [mW]
CTS	0.138	0.424	0.246
global route	0.158	0.431	0.263
finish	0.136	0.423	0.232
[registers in the layout (all words and copies together) (netlist names)]
signal	flops
a_int	4
pdt_int	16
b_int	4
[area by class of cell]
type / count / share of cell area, %
inverter: 2 / 0.599
sequential: 24 / 38.7
tap: 77 / 7.69
timing repair buffer: 16 / 12.8
multi-input combinational: 49 / 35.9
clock buffer: 4 / 4.40
[synth_stat cells]
library cell,number,area (um^2)
sky130_fd_sc_hd__a221o_1,1,10.0
sky130_fd_sc_hd__a211oi_1,1,7.51
sky130_fd_sc_hd__o21ai_0,1,5.00
sky130_fd_sc_hd__and2b_1,1,7.51
sky130_fd_sc_hd__a21oi_1,2,10.0
sky130_fd_sc_hd__a21o_1,2,15.0
sky130_fd_sc_hd__o21a_1,1,7.51
sky130_fd_sc_hd__a211o_1,1,8.76
sky130_fd_sc_hd__and2_1,13,81.3
sky130_fd_sc_hd__nand2_1,3,11.3
sky130_fd_sc_hd__dfxtp_1,24,480
sky130_fd_sc_hd__ha_1,12,150
sky130_fd_sc_hd__xnor2_1,2,17.5
sky130_fd_sc_hd__nor2_1,2,7.51
sky130_fd_sc_hd__nor2b_1,1,6.26
sky130_fd_sc_hd__xor2_1,1,8.76
sky130_fd_sc_hd__inv_1,2,7.51
sky130_fd_sc_hd__fa_1,4,80.1
sky130_fd_sc_hd__nor3b_1,1,7.51
[cells by family (layout without fill, tap and decap cells)]
logic type / count (synthesis) / after routing / share of synthesized area, %
buffers and inverters: 2 / 22 / 0.808
and+or+nand+nor: 21 / 21 / 13.1
DFF: 24 / 24 / 51.7
AOI/OAI and AO/OA: 9 / 9 / 6.86
adders and majority gates: 16 / 16 / 24.8
xor gates and xnor gates: 3 / 3 / 2.83
[metal layers]
metal | wire length, um | up-vias
met5 | 0 | -
li1 | - | 290
met4 | 22 | 0
met2 | 557 | 16
met3 | 171 | 2
met1 | 655 | 207
[per-stage QoR]
step           worst slack [ns]  power [mW]
4_1_cts                  0.0201       0.807
2_1_floorplan             0.208       0.492
3_3_place_gp             0.0389       0.568
5_1_grt                 -0.0191       0.852
3_5_place_dp             0.0462       0.568
6_report                  0.122       0.792
[path summary, 6_finish.rpt]
path	slack [ns]	from	cells after the start	endpoint
hold reg to reg	0.33	pdt_int[0][0]$_DFF_P_	0	pdt_int[1][0]$_DFF_P_
setup reg to reg	0.12	a_int[0]$_DFF_P_	8	pdt_int[0][7]$_DFF_P_
setup / recovery	0.12	a_int[0]$_DFF_P_	8	pdt_int[0][7]$_DFF_P_
hold / removal	0.33	pdt_int[0][0]$_DFF_P_	0	pdt_int[1][0]$_DFF_P_
Power is estimated from default activity; no workload was simulated.
