<file path="flow/run.sh">
#!/bin/bash
# OpenROAD 26Q1-2900-gdf79404cd8, Yosys 0.63+post, stock flow scripts
make -C /OpenROAD-flow-scripts/flow DESIGN_CONFIG=/design/flow/config.mk WORK_HOME=/design/flow/orfs finish
</file>
<file path="flow/config.mk">
export PLATFORM = sky130hd
export DESIGN_NAME = RegisterFile
export DESIGN_NICKNAME = RegisterFile
export VERILOG_FILES = /design/flow/design.v
export SDC_FILE = /design/flow/constraint.sdc
export NUM_CORES = 4
export LEC_CHECK = 1
export CORE_UTILIZATION = 30
</file>
<file path="flow/constraint.sdc">
current_design RegisterFile

set clk_period 3.8
set clk_io_pct 0.2

create_clock -name clk0 -period $clk_period [get_ports {clk}]

set non_clock_inputs [all_inputs -no_clocks]
set_input_delay [expr $clk_period * $clk_io_pct] -clock clk0 $non_clock_inputs
set_output_delay [expr $clk_period * $clk_io_pct] -clock clk0 [all_outputs]
</file>
<file path="flow/design.v">
`timescale 1ns / 1ns
module RegisterFile (clk, wrEn, wrAddr, wrData, rdAddrA, rdDataA);
   parameter awidth = 4;   
   parameter dwidth = 16;  
   input  clk;
   input  wrEn;
   input  [awidth-1:0] wrAddr;
   input  [dwidth-1:0] wrData;
   input  [awidth-1:0] rdAddrA;
   output [dwidth-1:0] rdDataA;
   reg [dwidth-1:0] 	 regfile [0:2**awidth-1]; 
   always @(posedge clk) begin
      if (wrEn) regfile[wrAddr] <= wrData;
      rdDataA = regfile[rdAddrA];
   end
endmodule
</file>
==> flow_metrics.py <==
# Flow results
metrics = {
    "outcome": {
        "status": "completed",
    },
    "critical_path": {
        "end_kind": "flip-flop",
        "critical_path_required_ps": 3920,
        "arrival_ps": 2600,
        "path_max_fanout": 16,
        "path_class": "primary input to flip-flop",
        "startpoint_type": "primary input",
    },
    "yosys": {
        "muxShareOfSynthArea": 0.147,
        "ys_area_um2": 10000,
        "adder_share": 0,
        "xor_area_frac": 0,
        "synth_cell_types": 19,
        "yosys.area_share.aoi": 0.0239,
        "synth_cells": 432,
        "synthTopCellsByArea": "edfxtp_1 77%, mux4_2 12%, dfxtp_1 3.2%",
        "synth_top_cell_by_area": "edfxtp_1",
        "syn_area_per_cell_um2": 23.2,
        "syn_area_um2": 10000,
        "top_area_frac": 0.765,
        "ys.flops": 272,
        "ys_seq_share": 0.797,
        "yosysWarnings": 2,
        "ys_cells": 432,
        "simple_gate_share": 0.0192,
        "logic_family": "multiplexers",
    },
    "grt": {
        "grt_usage": 0.128,
        "grt_pass1_vias": 5164,
        "grt_overflow_total": 0,
        "antenna_found_initial": 0,
        "grt_pass1_wl_um": 30100,
        "grt_start_max_net_pins": 34,
    },
    "floorplanning": {
        "die_w_um": 185,
        "io_pins": 42,
        "fp_util": 0.307,
        "die_h_um": 185,
        "design.core.area_um2": 32700,
        "die_area_um2": 34200,
        "num_rows": 66,
    },
    "pwr": {
        "ir_drop_v": 0.000297,
        "switchingPower_mw": 1.23,
        "power.leakage_nw": 3.81,
        "swShare": 0.192,
        "p_int_mw": 5.19,
        "power_density_nw_per_um2": 532,
        "p_comb_frac": 0.049,
        "pwr-share-seq": 0.525,
        "clkPwrFrac": 0.426,
    },
    "final_timing": {
        "period_needed_ps": 2470,
        "drv_slew": 0,
        "fin_crit_sh": 0.651,
        "rsz0062_at_grt": "no",
        "max-slew-margin-rel": 0.185,
        "worst_slack_ps": 1330,
        "fin_skew_ps": 14.4,
        "worst_slew_pin_slew_ps": 1220,
        "fin_setup_tns_ps": 0,
        "hold_viol": 0,
        "clock.fmax_mhz": 404,
        "setup-violations-final": 0,
    },
    "cts": {
        "htreeDepth": 1,
        "cts.clk_slew.worst_paths_ps": 60,
        "cts_made_buffers": 28,
        "hold_buffers": 0,
        "cts_max_path_buffers": 3,
        "post_cts_resize_count": 0,
        "cts_tree": "done",
        "post_cts_buffers": 0,
        "root_buffer": "clkbuf_16",
        "worstSkewPairLatency_ps": 530,
        "cts_sinks": 272,
    },
    "placed_design": {
        "hpwl_um": 11200,
        "routabilityCongestion": 0.775,
        "pre_cts_ws_ps": 821,
        "port_buffers": 41,
    },
    "drt": {
        "vias": 4558,
        "postRouteAntennaNets": 0,
        "dr.first_iter.drc_count": 202,
        "drtPass1Iterations": 6,
        "wirelength_um": 19500,
        "wl_per_cell_um": 20.0,
        "drc": 0,
        "vias_per_cell": 4.69,
        "antenna-diode-count": 0,
    },
    "final_layout": {
        "final_cell_mix": "256 x edfxtp_1, 54 x mux4_2, 39 x clkdlybuf4s50_1",
        "fillers": 2950,
        "drive_gt1_frac": 0.263,
        "layout_top_cell": "edfxtp_1",
        "area_growth_pct": 20.1,
    },
    "run": {
        "openroad.warnings": 25,
        "cap_violations": 0,
    },
    "worst_hold_path": {
        "hold_class": "flip-flop to flip-flop",
    },
}
## cell type report
type                    count  area (µm²)  area share
clock buffers              40         767      0.0636
clock inverters            12         168      0.0139
multi-input cells         139        1960       0.163
flip-flops and latches    272        8010       0.664
well taps                 442         553      0.0459
repair buffers             66         603      0.0500
## worst max-delay path, stage by stage
cell	delay (ps)
clkdlybuf4s50_1	630
nand2b_1	230
nor2_2	970
## per-layer routing
| layer | vias to the layer above | global-route usage | part of all wire | wire length, µm |
|---|---|---|---|---|
| met1 | 2222 | 0.161 | 0.37 | 7210 |
| met2 | 315 | 0.182 | 0.44 | 8640 |
| li1 | 1985 | - | - | - |
| met4 | 2 | 0.0205 | 0.017 | 331 |
| met5 | - | 0.00889 | 0.0018 | 35 |
| met3 | 34 | 0.0994 | 0.17 | 3250 |
## synth_stat cells (all sizes together)
library cell and n:
nor2 13, nand2b 2, nand3 1, clkbuf 8, nor2b 2, edfxtp 256
nor3 4, nand2 17, or3b 1, nand3b 2, mux4 64, dfxtp 16
and2 1, a22oi 32, buf 13
## kinds of logic after synthesis
| family | Yosys count |
|---|---|
| AND-OR/OR-AND | 32 |
| buffers and inverters | 21 |
| flip-flops | 272 |
| multiplexers | 64 |
| AND/OR/NAND/NOR | 43 |
## registers in the layout, indices dropped and copies added (netlist names)
name,flops
regfile,256
rdDataA,16
## metrics by stage
| step | std cells | utilization | hold slack [ps] | total power, mW | instance area, µm² |
|---|---|---|---|---|---|
| after global placement | 919 | 0.340 | 663 | 3.75 | 11100 |
| after CTS | 971 | 0.369 | 680 | 6.49 | 12100 |
| after global routing | 971 | 0.369 | 709 | 6.65 | 12100 |
| final | 971 | 0.369 | 676 | 6.42 | 12100 |
| after detailed placement | 919 | 0.340 | 669 | 3.76 | 11100 |
| after floorplan | 432 | - | 635 | 3.59 | 10000 |
## path summary, 6_finish.rpt
check,startpoint,end,slack (ps),cells past startpoint
worst max-delay path,wrAddr[1],regfile[14][15]$_DFFE_PP_,1330,3
worst min-delay path,regfile[4][4]$_DFFE_PP_,rdDataA[4]$_DFF_P_,680,3
worst max register to register,regfile[10][3]$_DFFE_PP_,rdDataA[3]$_DFF_P_,2460,3
worst min register to register,regfile[4][4]$_DFFE_PP_,rdDataA[4]$_DFF_P_,680,3
## power by group through the flow
stage | clock, mW | combinational, mW | sequential, mW
global route | 2.92 | 0.346 | 3.38
CTS | 2.79 | 0.320 | 3.37
finish | 2.73 | 0.314 | 3.37
Power and IR drop assume default switching activity.
